[/design/flow/run.sh]
#!/bin/bash
# OpenROAD 26Q1-2900-gdf79404cd8, Yosys 0.63+post, stock flow scripts
make -C /OpenROAD-flow-scripts/flow DESIGN_CONFIG=/design/flow/config.mk WORK_HOME=/design/flow/orfs finish
[/design/flow/config.mk]
export PLATFORM = sky130hd
export DESIGN_NAME = heart_pattern
export DESIGN_NICKNAME = heart_pattern
export VERILOG_FILES = /design/flow/design.v
export SDC_FILE = /design/flow/constraint.sdc
export NUM_CORES = 4
export LEC_CHECK = 1
export CORE_AREA = 10 10 104 104
export DIE_AREA = 0 0 114 114
[/design/flow/constraint.sdc]
current_design heart_pattern

set clk_period 3.3
set clk_io_pct 0.2

create_clock -name clk0 -period $clk_period [get_ports {clk}]

set non_clock_inputs [all_inputs -no_clocks]
set_input_delay [expr $clk_period * $clk_io_pct] -clock clk0 $non_clock_inputs
set_output_delay [expr $clk_period * $clk_io_pct] -clock clk0 [all_outputs]
[/design/flow/design.v]
module heart_pattern (
    input wire clk,
    input wire reset,
    output reg signal1,
    output reg signal2,
    output reg signal3,
    output reg signal4,
    output reg signal5,
    output reg signal6,
    output reg signal7,
    output reg signal8,
    output reg signal9,
    output reg signal10,
    output reg signal11,
    output reg signal12
);
    reg toggle;
    reg [8:0] counter;
    always @(posedge clk or posedge reset) begin
        if (reset) begin
            toggle <= 0;
            counter <= 0;
        end else begin
            toggle <= ~toggle;
            if (counter < 9'd500) begin
                counter <= counter + 1;
            end else begin
                counter <= 8'd0;   
            end
        end
    end
    always @(posedge clk or posedge reset) begin
        if (reset) begin
            signal1 <= 0;
            signal2 <= 0;
            signal3 <= 0;
            signal4 <= 0;
            signal5 <= 0;
            signal6 <= 0;
            signal7 <= 0;
            signal8 <= 0;
            signal9 <= 0;
            signal10 <= 0;
            signal11 <= 0;
            signal12 <= 0;
        end else begin
            signal1 <= ((counter >= 8'd40 && counter <= 8'd50)||(counter >= 8'd120 && counter <= 8'd130)) ? toggle : 1'b0;
            signal2 <= ((counter >= 8'd30 && counter <= 8'd60)||(counter >= 8'd110 && counter <= 8'd140)) ? toggle : 1'b0;
            signal3 <= ((counter >= 8'd20 && counter <= 8'd70)||(counter >= 8'd100 && counter <= 8'd150)) ? toggle : 1'b0;
            signal4 <= ((counter >= 8'd20 && counter <= 8'd80)||(counter >= 8'd90 && counter <= 8'd150)) ? toggle : 1'b0;
            signal5 <= (counter >= 8'd20 && counter <= 8'd150) ? toggle : 1'b0;
            signal6 <= (counter >= 8'd30 && counter <= 8'd140) ? toggle : 1'b0;
            signal7 <= (counter >= 8'd40 && counter <= 8'd130) ? toggle : 1'b0;
            signal8 <= (counter >= 8'd50 && counter <= 8'd120) ? toggle : 1'b0;
            signal9 <= (counter >= 8'd60 && counter <= 8'd110) ? toggle : 1'b0;
            signal10 <= (counter >= 8'd70 && counter <= 8'd100) ? toggle : 1'b0;
            signal11 <= (counter >= 8'd80 && counter <= 8'd90) ? toggle : 1'b0;
        end
    end
endmodule
==> run summary <==
Notes from the flow run.

Synth:
- The run puts the share of async-settable or async-resettable flops after synthesis at 1.00.
- The run gives the synthesized area per cell as 8.92 sq um.
- The run puts the count of unique library cells instantiated by Yosys at 40.
- Counting flops with a built-in enable in the synthesized netlist gives 0.
- The run puts the sequential fraction of the synthesis area at 0.430.
- The run gives the count of warnings emitted by yosys as 1.
- The run gives the netlist area before placement as 1220 sq um.
- The run gives the post-synth area from yosys stat as 1220 sq um.
- The run gives the post-synthesis sequential element count as 21.
- The run puts the number of cells in Yosys stat at 137.
- Post-synth the commonest register cell is sky130_fd_sc_hd__dfrtp_1.
- Synthesis handed over a netlist of 137 instances.

Clock network:
- The run puts the number of buffers added for setup after CTS at 0.
- TritonCTS built the clock tree.
- In this run, post-CTS repair resized a total of 0 instances.
- The run gives the number of H-tree levels as 1.
- The run puts the maximum number of buffers from clock root to sink at 2.
- Clock tree synthesis inserted a total of 3 buffers.
- The run gives the clock latency on the worst-skew pair as 260 ps.
- The run puts the CTS sink count at 21.
- The cell sitting at the root of the clock tree is a sky130_fd_sc_hd__clkbuf_8.
- The run gives the post-cts hold-fix buffer tally as 0.
- The run gives the clock transition at the registers of the reported paths as 70 ps.

Critical path:
- The run gives the number of stages on the worst setup path as 1.
- The run gives the largest fanout on the critical path as 1.
- The run puts the worst endpoint required time at 2640 ps.
- Per STA, the worst path accumulates the most delay in the family buffers and inverters.
- Walking the worst path, the cells encountered are clkdlybuf4s50_1.
- The run gives the type of the setup path with the least slack as flip-flop to primary output.
- The critical path's slowest stage uses the library cell sky130_fd_sc_hd__clkdlybuf4s50_1.
- The run gives the depth of the worst register-to-register path as 3.
- Tracing the worst setup path back leads to its startpoint at signal11.
- The run puts the data arrival time of the critical path at 1070 ps.
- The setup check on the worst reg-to-reg path leaves a slack of 1570 ps.
- The run gives the critical path capture point type as a primary output.
- The run gives the biggest cell delay along the critical path as 480 ps.
- The run gives the startpoint type of the worst setup path as a flip-flop.
- The endpoint identified for the worst register-to-register timing path is counter[7].
- The run gives the number of buffer and inverter instances along the worst setup path as 1.
- Per the timing report, the most critical flop-to-flop path originates at counter[2].

Pwr:
- The run gives the reported net switching power as 0.0899 mW.
- Internal power comes to 0.342 mW.
- The power report attributes to the clock group a share of 0.391.
- The share of total power dissipated in combinational logic is 0.014.
- In this run the static leakage power is 0.498 nW.
- The run gives the largest vdd supply drop as 147 uV.
- The run gives the power per unit of standard cell area as 301 nW/um^2.
- The switching portion of total power comes to 0.208.
- The run gives the fraction of power consumed by sequential logic as 0.595.

Placement:
- The wire-length estimate of the detail-placed layout is 1.91 mm.
- The run gives the number of buffers added on ports as 12.
- The run gives the placer congestion estimate as 0.800.

Detailed routing:
- The run puts the sum of routed wire length over all layers at 2.83 mm.
- The run puts the antenna diode count at 0.
- The run puts the via-per-instance ratio at 4.19.
- The run gives the remaining antenna violation count after routing as 0.
- The run gives the total number of vias as 1026.
- The run gives the number of detailed-routing iterations run before antenna repair as 4.
- The run gives the iteration-0 DRC count of the detailed router as 57.
- Per the detail_route report, routed wire per instance is 11.5 microns.
- Per the detail_route report, DRC violations left total 0.

Floorplanning:
- The floorplan step defined a die boundary enclosing 13000 sq um.
- Pin placement for this block handled 14 I/O pins.
- The run puts the number of core rows at 34.
- The run puts the overall die width at 114 microns.
- The run puts the starting density of the core at 0.141.
- The run gives the area of the placeable core as 8680 sq um.
- The run puts the height of the die at 114 microns.

GRT:
- The run gives the largest net degree at the start of global routing as 24.
- The first global-routing pass estimated 4.89 mm of wire.
- The run puts the via count of the first global-routing pass at 937.
- The run gives the total congestion overflow after global routing as 0.
- The run puts the total global-route track usage at 0.0446.
- The run puts the number of antenna violations at the first check in global routing at 0.

Final timing:
- Setup violations remaining at the end of the flow were counted as 0.
- The run gives the total negative slack as 0 ps.
- The run gives the clock tree skew after final layout as 4.09 ps.
- The run puts the maximum clock rate at 0.578 GHz.
- Setup repair after global routing left no endpoint under its margin.
- The run gives the count of endpoints failing hold in the final timing report as 0.
- The run puts the worst slew margin relative to its limit at 0.476.
- The run gives the fraction of the cycle the final worst path needs as 0.524.
- The run puts the count of final max-slew check failures at 0.
- For the pin with the worst max-slew slack, the measured transition is 785 ps.
- The worst path needs 1730 ps of the cycle, external delays included.

Cells and area:
- Per the cell usage report, the commonest logic cells after layout are sky130_fd_sc_hd__dfrtp_1 (21), sky130_fd_sc_hd__nor2_1 (15), sky130_fd_sc_hd__clkdlybuf4s50_1 (12), sky130_fd_sc_hd__o21ai_0 (11), sky130_fd_sc_hd__nand2_1 (8).
- The register with the most flip-flops in the layout has 9 of them.
- The run puts the growth of design area from synthesis to finish at 17.5%.
- At the end of the flow the core is filled with cells to 0.166.
- The run gives the share of cells above drive strength 1 as 0.0511.
- The run gives the most common library cell in the layout ignoring fill and taps as sky130_fd_sc_hd__dfrtp_1.
- The register with the most flip-flops in the final layout is counter.

Worst hold path:
- Looking at hold timing, the worst path starts from toggle.
- The run puts the number of cells on the worst hold path at 1.
- In this run the worst hold path is classified as flip-flop to flip-flop.
- The worst hold path terminates at toggle.

Job:
- Warnings raised by the tools during the run amount to 25.
- The run gives the number of violations of the max-capacitance limit as 0.

Status:
- The run finished with clean final reports.
[area by class of cell]
cell class	count	area, sq um
inverters	3	11.3
clock inverters	1	5.00
repair buffers	12	120
well taps	108	135
multi-input cells	97	598
clock buffers	3	41.3
fillers	988	7240
flip-flops and latches	21	526
[logic make-up (layout without fill, tap and decap cells)]
group	Yosys count	in the layout	synth area share
simple gates	52	52	0.225
compound gates	39	39	0.222
flops	21	21	0.430
buf+inv	19	19	0.0809
xor+xnor	4	4	0.0287
fa+ha+maj	1	1	0.0102
other cells	1	1	0.00307
[cell usage after synthesis (3+ instances only)]
| cell | n | area share |
|---|---|---|
| sky130_fd_sc_hd__nor2_1 | 15 | 0.046 |
| sky130_fd_sc_hd__nand3_1 | 7 | 0.029 |
| sky130_fd_sc_hd__inv_1 | 3 | 0.0092 |
| sky130_fd_sc_hd__xnor2_1 | 3 | 0.021 |
| sky130_fd_sc_hd__a31oi_1 | 4 | 0.020 |
| sky130_fd_sc_hd__nor3_1 | 3 | 0.012 |
| sky130_fd_sc_hd__o21ai_0 | 11 | 0.045 |
| sky130_fd_sc_hd__clkbuf_1 | 3 | 0.0092 |
| sky130_fd_sc_hd__dfrtp_1 | 21 | 0.43 |
| sky130_fd_sc_hd__and3_1 | 3 | 0.015 |
| sky130_fd_sc_hd__buf_2 | 10 | 0.041 |
| sky130_fd_sc_hd__o211ai_1 | 3 | 0.018 |
| sky130_fd_sc_hd__a21oi_1 | 6 | 0.025 |
| sky130_fd_sc_hd__nand2_1 | 8 | 0.025 |
[worst max-delay path by stage]
stage / to / slack, ps
CTS: signal11 / 1530
global route: counter[5] / 1420
finish: signal11 / 1570
[per-layer routing]
layer | GRT usage | vias up | wire, microns
li1 | - | 497 | -
met5 | 0 | - | 0
met2 | 0.0683 | 24 | 1280
met3 | 0.0159 | 2 | 193
met1 | 0.0623 | 503 | 1340
met4 | 0.00167 | 0 | 10
[power by group through the flow]
stage / sequential (mW) / clock [mW] / combinational (mW)
after CTS: 0.257 / 0.178 / 0.00672
after global routing: 0.257 / 0.186 / 0.00763
final: 0.257 / 0.169 / 0.00605
[through the flow]
step | cell area, sq um | hold slack [ps] | power [mW] | cells | worst slack (ps)
global placement | 1390 | 609 | 0.269 | 241 | 1580
global route | 1440 | 669 | 0.451 | 245 | 1420
finish | 1440 | 623 | 0.432 | 245 | 1570
detailed placement | 1390 | 621 | 0.269 | 241 | 1580
floorplan | 1220 | 554 | 0.267 | 137 | 1870
CTS | 1440 | 639 | 0.441 | 245 | 1530
Power is estimated from default activity; no workload was simulated.
